==> flow/design.v <==
`timescale 1ns / 1ps
module stopwatch(
	input clock,
	input reset,
	input start, stop,
	output a, b, c, d, e, f, g, dp,
	output [3:0] an
	);
	reg [3:0] reg_d0, reg_d1, reg_d2, reg_d3;
	reg [15:0] ticker;
	wire click;
	reg pb_press;
	initial
		pb_press <= 0;
	always @ (posedge clock)
		begin
			if(start)
				pb_press <= 1;
			else if(stop)
				pb_press <=  0;
		end
	always @ (posedge clock or posedge reset)
		begin
			if(reset)
				ticker <= 0;
			else if(ticker == 49999)
				ticker <= 0;
			else if(pb_press == 1)
				ticker <= ticker + 1;
		end
	assign click = ((ticker == 49999)?1'b1:1'b0);
	always @ (posedge clock or posedge reset)
		begin
			if (reset)
				begin
					reg_d0 <= 0;
					reg_d1 <= 0;
					reg_d2 <= 0;
					reg_d3 <= 0;
				end
			else if (click)
				begin
					if(reg_d0 == 9)
						begin  
							reg_d0 <= 0;
							if (reg_d1 == 9)
								begin  
									reg_d1 <= 0;
									if (reg_d2 == 9)
										begin
											reg_d2 <= 0;
											if(reg_d3 == 9)
												reg_d3 <= 0;
											else
												reg_d3 <= reg_d3 + 1;
										end
									else
										reg_d2 <= reg_d2 + 1;
								end
							else
								reg_d1 <= reg_d1 + 1;
						end
					else
						reg_d0 <= reg_d0 + 1;
				end
		end
	localparam N = 12;
	reg [N-1:0]count;
	always @ (posedge clock or posedge reset)
		begin
			if (reset)
				count <= 0;
			else
				count <= count + 1;
		end
	reg [6:0]sseg;
	reg [3:0]an_temp;
	reg reg_dp;
	always @ (*)
		begin
			case(count[N-1:N-2])
				2'b00 :
					begin
					sseg = reg_d0;
					an_temp = 4'b1110;
					reg_dp = 1'b1;
					end
				2'b01:
					begin
					sseg = reg_d1;
					an_temp = 4'b1101;
					reg_dp = 1'b1;
					end
				2'b10:
					begin
					sseg = reg_d2;
					an_temp = 4'b1011;
					reg_dp = 1'b1;
					end
				2'b11:
					begin
					sseg = reg_d3;
					an_temp = 4'b0111;
					reg_dp = 1'b0;
					end
			endcase
		end
	assign an = an_temp;
	reg [6:0] sseg_temp;
	always @ (*)
		begin
			case(sseg)
				0 : sseg_temp = 7'b1000000;
				1 : sseg_temp = 7'b1111001;
				2 : sseg_temp = 7'b0100100;
				3 : sseg_temp = 7'b0110000;
				4 : sseg_temp = 7'b0011001;
				5 : sseg_temp = 7'b0010010;
				6 : sseg_temp = 7'b0000010;
				7 : sseg_temp = 7'b1111000;
				8 : sseg_temp = 7'b0000000;
				9 : sseg_temp = 7'b0010000;
				default : sseg_temp = 7'b0111111;
			endcase
		end
	assign {g, f, e, d, c, b, a} = sseg_temp;
	assign dp = reg_dp;
endmodule
==> flow/run.sh <==
#!/bin/bash
# OpenROAD 26Q1-2900-gdf79404cd8, Yosys 0.63+post, stock flow scripts
make -C /OpenROAD-flow-scripts/flow DESIGN_CONFIG=/design/flow/config.mk WORK_HOME=/design/flow/orfs finish
==> flow/config.mk <==
export PLATFORM = sky130hd
export DESIGN_NAME = stopwatch
export DESIGN_NICKNAME = stopwatch
export VERILOG_FILES = /design/flow/design.v
export SDC_FILE = /design/flow/constraint.sdc
export NUM_CORES = 4
export LEC_CHECK = 1
export CORE_UTILIZATION = 50
==> flow/constraint.sdc <==
current_design stopwatch

set clk_period 2.7
set clk_io_pct 0.2

create_clock -name clk0 -period $clk_period [get_ports {clock}]

set non_clock_inputs [all_inputs -no_clocks]
set_input_delay [expr $clk_period * $clk_io_pct] -clock clk0 $non_clock_inputs
set_output_delay [expr $clk_period * $clk_io_pct] -clock clk0 [all_outputs]
==> impl_metrics.toml <==
# physical design summary
[run_status]
status = "complete, but fails checks"
violations = "negative setup slack"

[synthesis]
top_cell_area_share = 0.454
ys_cells = 231
synth_seq_share = 0.462
synth_area_per_cell_um2 = 10.5
yosysUniqueCellTypes = 44
largest_area_cell = "dfrtp_1"
ys_top_cells_by_count = "dfrtp_1, xnor2_1, nand2_1, nor2_1, nand3_1"
ys_area_um2 = 2420
ys_ff = 45
synth-edff-count = 0
area_leaders = "dfrtp_1, xnor2_1, xor2_1"
flop_cell = "dfrtp_1"
synth.cell_area_um2 = 2420
yosys_warnings = 1
yosys.cell_count.top_type = "dfrtp_1"
postSynthCellCount = 231
async_reset_ff_frac = 0.978

[place]
port_buffers = 15
place_ws_ns = 0.0995
gp_congestion = 0.814
post-dp-hpwl_mm = 3.22

[power]
peakVddDrop_mv = 0.493
power_leakage_nw = 1.32
p_per_area_nw_per_um2 = 474

[global_route]
grtUsageTotal = 0.199
grt_pass1_vias = 1719
antenna_found_initial = 0
overflow = 0
grt_pass1_wl_mm = 7.85
grt_start_max_net_pins = 45

[die]
rows = 24
ios = 16
die-width_um = 71.6
fp_util = 0.538
die_h_um = 71.6
coreArea_um2 = 4500
die_area_um2 = 5130

[detailed_routing]
wl_per_cell_um = 14.2
drtIter0Drc = 65
firstDrtPassIters = 5
ant_nets = 0
vias = 1779
drc = 0
via_per_inst = 5.58
wl_mm = 4.53
diodes = 0

[clock_tree]
clk_latency_ns = 0.30
numCtsBuffers = 5
cts-root-buf = "clkbuf_8"
h-tree-depth = 2
cts_max_path_buffers = 2
clock_sinks = 45
clkSlewWorstSetupHoldPaths_ns = 0.07
cts_tree = "done"
postCtsHoldBufs = 0

[setup_path]
cp-start-kind = "register"
arrival_ns = 2.20
crit_chain = "mux4_2, buf_6, or2_4, nand2_2, o21ai_2, clkdlybuf4s50_1"
crit_path_max_fanout = 6
path_class = "register to output port"
cp-end-kind = "output port"
crit_required_ns = 2.16
critPathSlowestCell = "mux4_2"
critical-path-max-stage-delay_ns = 0.56

[sta]
tightest_slew_ns = 0.608
fin_ws_ns = -0.0404
fin_worst_skew_ns = 0.00942
fin_crit_ns = 2.74
relSlewSlack = 0.592
grt_setup_unrepaired = "true"
setup_viol = 2
finalHoldViolations = 0
fin_crit_sh = 1.01
timing.fmax_mhz = 365
slew_violations = 0

[min_path]
hp-class = "register to register"

[layout]
area_growth_pct = 19.4
fillers = 341
ff_latch_area_um2 = 1130
fin_util = 0.643
final_layout_size_suffix_gt1_frac = 0.199
mi_logic_area_um2 = 1280

[flow_run]
drv_cap = 0
warning_count = 30
[area by class of cell]
class | count | share of cell area
clock inverters | 1 | 0.00259
well taps | 52 | 0.0225
multi-input cells | 171 | 0.441
inverters | 9 | 0.0117
repair buffers | 34 | 0.107
flip-flops and latches | 45 | 0.389
clock buffers | 7 | 0.0264
[path summary, 6_finish.rpt]
path / end / cells past startpoint / startpoint / slack (ns)
min reg2reg: count[0] / 1 / count[0] / 0.45
max reg2reg: reg_d0[0] / 4 / ticker[5] / 0.67
max in group asynchronous: reg_d1[2] / 3 / reset / 1.63
max: c / 6 / count[10] / -0.04
min in group asynchronous: ticker[5] / 3 / reset / 0.68
min: count[0] / 1 / count[0] / 0.45
[routing by layer]
layer | global-route usage | up-vias | routed length [µm] | part of all wire
met1 | 0.333 | 854 | 2220 | 0.49
met4 | 0.0196 | 0 | 62 | 0.014
met5 | 0 | - | 0 | 0
li1 | - | 881 | - | -
met2 | 0.307 | 36 | 2090 | 0.46
met3 | 0.0243 | 8 | 160 | 0.035
[state kept, by name (all words and copies together) (netlist names)]
signal / cells
ticker: 16
count: 12
reg_d0: 4
reg_d1: 4
reg_d2: 4
reg_d3: 4
pb_press: 1
[what timing repair did]
item                                    CTS  global route
resized                                  12            12
setup buffers                             5             2
endpoints found under the setup margin    7             5
pin swaps                                 4             2
[where the power goes]
part	leakage [nW]	switching (W)	total (W)	internal, W
registers	0.593	0.0000726	0.000796	0.000724
clock network	0.0385	0.000208	0.000391	0.000183
logic	0.690	0.0000993	0.000187	0.0000872
total	1.32	0.000380	0.00137	0.000994
[cell families after synthesis]
group                    count (synthesis)  synth area share
AND/OR/NAND/NOR                        108             0.256
AND-OR/OR-AND                           15            0.0464
flip-flops                              45             0.462
buffers and inverters                   15            0.0253
multiplexers                            11            0.0686
adder cells (fa/ha/maj)                  5            0.0258
XOR/XNOR                                32             0.116
[stage by stage]
stage | hold slack [ns] | power (W) | cells | area [µm²] | setup TNS [ns]
floorplan | 0.422 | 0.000946 | 231 | 2420 | 0
finish | 0.449 | 0.00137 | 319 | 2900 | -0.0605
detailed placement | 0.443 | 0.000993 | 304 | 2700 | 0
global placement | 0.440 | 0.000986 | 304 | 2700 | 0
CTS | 0.454 | 0.00139 | 317 | 2840 | -0.167
global route | 0.490 | 0.00145 | 319 | 2900 | -0.274
[worst max-delay path, delay by kind of cell, from the launching register on]
kind | cells | cell delay, ns
compound gates | 1 | 0.05
buf+inv | 2 | 0.56
flops | 1 | 0.40
mux | 1 | 0.56
simple gates | 2 | 0.34
[cells in the final DEF (no fill, tap or decap), types with 5 or more instances in the layout]
master,count
dfrtp_1,39
xnor2_1,21
nor2_1,19
nand2_1,18
buf_4,16
nand3_1,15
xor2_1,11
clkdlybuf4s50_1,10
nand4_1,9
nand2b_1,9
inv_1,8
and3_1,6
clkbuf_8,5
dfrtp_2,5
No activity file was given, so power comes from the tool's default toggle rates.
